**design/flow/run.sh**
```bash
#!/bin/bash
# OpenROAD 26Q1-2900-gdf79404cd8, Yosys 0.63+post, stock flow scripts
make -C /OpenROAD-flow-scripts/flow DESIGN_CONFIG=/design/flow/config.mk WORK_HOME=/design/flow/orfs finish
```
**design/flow/config.mk**
```make
export PLATFORM = sky130hd
export DESIGN_NAME = async_fifo1
export DESIGN_NICKNAME = async_fifo1
export VERILOG_FILES = /design/flow/design.v
export SDC_FILE = /design/flow/constraint.sdc
export NUM_CORES = 4
export LEC_CHECK = 1
export CORE_UTILIZATION = 30
```
**design/flow/constraint.sdc**
```tcl
current_design async_fifo1

set clk_period 5.9
set clk_io_pct 0.2

create_clock -name clk0 -period $clk_period [get_ports {rclk}]
create_clock -name clk1 -period $clk_period [get_ports {wclk}]

set non_clock_inputs [all_inputs -no_clocks]
set_input_delay [expr $clk_period * $clk_io_pct] -clock clk0 $non_clock_inputs
set_output_delay [expr $clk_period * $clk_io_pct] -clock clk0 [all_outputs]
```
**design/flow/design.v**
```verilog
module fifomem
#(
  parameter DATASIZE = 8,  
  parameter ADDRSIZE = 4   
)
(
  input   winc, wfull, wclk,
  input   [ADDRSIZE-1:0] waddr, raddr,
  input   [DATASIZE-1:0] wdata,
  output  [DATASIZE-1:0] rdata
);
  localparam DEPTH = 1<<ADDRSIZE; 
  logic [DATASIZE-1:0] mem [0:DEPTH-1];
  assign rdata = mem[raddr];
  always_ff @(posedge wclk)
    if (winc && !wfull)
      mem[waddr] <= wdata;
endmodule
module rptr_empty
#(
  parameter ADDRSIZE = 4
)
(
  input   rinc, rclk, rrst_n,
  input   [ADDRSIZE :0] rq2_wptr,
  output reg  rempty,
  output  [ADDRSIZE-1:0] raddr,
  output reg [ADDRSIZE :0] rptr
);
  reg [ADDRSIZE:0] rbin;
  wire [ADDRSIZE:0] rgraynext, rbinnext;
  always_ff @(posedge rclk or negedge rrst_n)
    if (!rrst_n)
      {rbin, rptr} <= '0;
    else
      {rbin, rptr} <= {rbinnext, rgraynext};
  assign raddr = rbin[ADDRSIZE-1:0];
  assign rbinnext = rbin + (rinc & ~rempty);
  assign rgraynext = (rbinnext>>1) ^ rbinnext;
  assign rempty_val = (rgraynext == rq2_wptr);
  always_ff @(posedge rclk or negedge rrst_n)
    if (!rrst_n)
      rempty <= 1'b1;
    else
      rempty <= rempty_val;
endmodule
module sync_r2w
#(
  parameter ADDRSIZE = 4
)
(
  input   wclk, wrst_n,
  input   [ADDRSIZE:0] rptr,
  output reg  [ADDRSIZE:0] wq2_rptr 
);
  reg [ADDRSIZE:0] wq1_rptr;
  always_ff @(posedge wclk or negedge wrst_n)
    if (!wrst_n) {wq2_rptr,wq1_rptr} <= 0;
    else {wq2_rptr,wq1_rptr} <= {wq1_rptr,rptr};
endmodule
module sync_w2r
#(
  parameter ADDRSIZE = 4
)
(
  input   rclk, rrst_n,
  input   [ADDRSIZE:0] wptr,
  output reg [ADDRSIZE:0] rq2_wptr
);
  reg [ADDRSIZE:0] rq1_wptr;
  always_ff @(posedge rclk or negedge rrst_n)
    if (!rrst_n)
      {rq2_wptr,rq1_wptr} <= 0;
    else
      {rq2_wptr,rq1_wptr} <= {rq1_wptr,wptr};
endmodule
module async_fifo1
#(
  parameter DSIZE = 8,
  parameter ASIZE = 4
 )
(
  input   winc, wclk, wrst_n, 
  input   rinc, rclk, rrst_n, 
  input   [DSIZE-1:0] wdata,
  output  [DSIZE-1:0] rdata,
  output  wfull,
  output  rempty
);
  wire [ASIZE-1:0] waddr, raddr;
  wire [ASIZE:0] wptr, rptr, wq2_rptr, rq2_wptr;
  sync_r2w sync_r2w (.*);
  sync_w2r sync_w2r (.*);
  fifomem #(DSIZE, ASIZE) fifomem (.*);
  rptr_empty #(ASIZE) rptr_empty (.*);
  wptr_full #(ASIZE) wptr_full (.*);
endmodule
module wptr_full
#(
  parameter ADDRSIZE = 4
)
(
  input   winc, wclk, wrst_n,
  input   [ADDRSIZE :0] wq2_rptr,
  output reg  wfull,
  output  [ADDRSIZE-1:0] waddr,
  output reg [ADDRSIZE :0] wptr
);
   reg [ADDRSIZE:0] wbin;
  wire [ADDRSIZE:0] wgraynext, wbinnext;
  always_ff @(posedge wclk or negedge wrst_n)
    if (!wrst_n)
      {wbin, wptr} <= '0;
    else
      {wbin, wptr} <= {wbinnext, wgraynext};
  assign waddr = wbin[ADDRSIZE-1:0];
  assign wbinnext = wbin + (winc & ~wfull);
  assign wgraynext = (wbinnext>>1) ^ wbinnext;
  assign wfull_val = (wgraynext=={~wq2_rptr[ADDRSIZE:ADDRSIZE-1], wq2_rptr[ADDRSIZE-2:0]});
  always_ff @(posedge wclk or negedge wrst_n)
    if (!wrst_n)
      wfull <= 1'b0;
    else
      wfull <= wfull_val;
endmodule
```
==> summary.txt <==
Physical implementation status

The transition time recorded at the tightest slew-check pin is 902 ps. The via count of the first global-routing pass stands at 3341. The antenna diode count stands at 0. In this run, the clock network consumes ~30% of the power. The portion of total power attributed to combinational logic stands at 28.6%.

The first routing iteration left 179 violations. The script parses the final routing iteration and logs DRC violations as 0. Of all cell types, the one taking the most synthesized area is edfxtp_1. The count of hold buffers inserted by post-cts repair stands at 0.

After synthesis, the largest area contributor takes up 60.4% of total cell area. Tracing the worst setup path back leads to its startpoint at rptr_empty.rbin[0]. Per the detail_route log, the uppermost layer with routed signals is met4. The instance tally after logic synthesis stands at 322.

Input and output buffers added on the ports amount to 22. The placeable core region stands at 0.0205 mm². The fraction of layout cells with a size suffix above 1 stands at 23.0%. The number of maximum-capacitance violations stands at 0.

The count of cells along the worst register-to-register path stands at 8. The total setup buffers inserted after CTS stands at 0. The synthesis log from Yosys contains 7 warnings. The signal on the critical path passes through buf_4 > mux4_2 > a22oi_1 > nand2_1 > clkdlybuf4s50_1. Before any placement, the netlist area is recorded as 0.00636 mm². The number of warnings reported in the stage logs is 26. The report lists the number of standard-cell rows as about 52. TritonCTS built the clock tree. The final report lists the setup-violating endpoint count as 0. Before placement the cells fill a little under a third of the core. The CTS log lists the clock sinks for this run as approximately 170. VDD sags by at most about 0.29 mV. STA classifies the critical path endpoint as an output port. Wires add up to 11300 µm. Setup repair after global routing left no endpoint under its margin. The floorplan die height stands at 148 µm. Global routing used between 10% and 20% of the available tracks across all layers.

The flow measured a signed area growth from synthesis to layout of 20.3%. STA reports a reg2reg setup slack of 3580 ps. Between clock sinks in the finished design, the worst skew comes to 9.19 ps.

The largest fanout on the critical path stands at 24. Leaving out fill and tap cells, the most frequent cells in the layout are edfxtp_1 (128), dfrtp_1 (38), mux4_2 (32). Per STA, the endpoint of the critical path is rdata[0]. In the detailed route, the total length drawn on met2 is 5310 µm. The required time at the worst endpoint is listed as 4720 ps. The critical path is of the reg -> out type. The startpoint identified for the worst register-to-register timing path is wptr_full.wfull.

The most critical min-delay path falls under reg -> reg. The fraction of the yosys area taken by sequential cells stands at 76.2%. Setup total negative slack on the finished layout was measured at 0 ps. The combinational gate area stands at 0.00143 mm². The die width stands at between 100 and 150 µm. The cell family contributing the most delay on the critical path is buffers and inverters.

In the final routed layout, each cell accounts on average for 17.4 µm. On the critical path, the stage with the largest delay is an instance of dfrtp_2. The report lists the power per cell area as around 520 mW/mm². The fraction of power spent switching nets stands at between 20% and 30%. Entering global routing, the biggest net connects 36 pins.

The remaining number of nets flagged by the antenna check after routing stands at 0. The setup slack after layout stands at 2060 ps. In this run the critical register-to-register path is captured at wptr_full.wfull. The cell count in the Yosys report stands at ~320.

The internal power summed over all cells stands at 2.79 mW. Per the post-CTS timing run, clock transition at the registers of the reported paths is 60 ps. The number of distinct library cells after synthesis stands at 28. The first global-routing pass estimated between 15000 and 20000 µm of wire. The script extracted a net switching power of between 1 and 1.5 mW. Per the final timing report, the hold violations number 0. The mean number of vias per cell stands at 4.63. The first-pass iteration count of the detailed router stands at 4.

The timing report lists the critical path depth as 5 cells. Counting the fill cells in the layout gives 1846. The final route contains 3023 vias. The placement-stage worst setup slack stands at 2250 ps.

The delay of the slowest cell on the worst path stands at between 500 and 600 ps. For this run the detailed placement stage logged an HPWL of 7190 µm. The synthesized netlist has a Yosys-reported chip area of 0.00636 mm². The number of synthesized register bits stands at 168. The congestion estimate from routability-driven global placement came to between 0.7 and 0.8. The final max-slew violation count stands at 0. The sequential cell area in the final layout stands at between 0.004 and 0.005 mm². The worst slew margin relative to its limit stands at just under 40%. STA classifies the critical path startpoint as a flip-flop. The report lists the number of cells resized after CTS as 0. Yosys attributes the largest share of cell area to edfxtp_1 (60%), dfrtp_1 (15%), mux4_2 (11%). The buffers plus inverters on the worst setup path stands at 2. STA puts the critical path data arrival time at about 2700 ps. For this design the top-level I/O count stands at 24. Leaving out fill and tap cells, the most frequent cell in the layout is edfxtp_1. The number of antenna violations at the first check in global routing stands at 0. The flow ran to the end, and the final reports show no timing, DRC or antenna violations. The reported leakage power stands at 2.65 nW. The remaining global-route overflow stands at 0. The full die area stands at between 0.02 and 0.025 mm². The sum of met3 wire segment lengths after detailed routing stands at 1280 µm. In the final routing, the length of wire on met1 measures 4610 µm.

Hold timing on the final database bottoms out at a slack of about 200 ps. The relative contribution of sequential cells to total power stands at roughly two fifths. The per-instance average area after synthesis stands at approximately 20 µm².
layout make-up:
| type | count | area share (%) |
|---|---|---|
| multi-input cells | 133 | 18.6 |
| clock buffers | 22 | 6.64 |
| well taps | 270 | 4.42 |
| inverters | 6 | 0.294 |
| flip-flops and latches | 168 | 63.4 |
| clock inverters | 14 | 2.01 |
| repair buffers | 40 | 4.65 |
stage by stage:
step                utilization [%]  power (mW)  cells  instance area, µm²
floorplan                         -        2.41    322                6360
global placement               34.1        2.80    617                6990
detailed placement             34.1        2.81    617                6990
CTS                            37.3        4.01    653                7650
global route                   37.3        4.19    653                7650
finish                         37.3        3.96    653                7650
registers in the layout, summed over array words and instances, names as in the netlist, 4 cells and up:
register,count
wptr_full.wptr,5
sync_r2w.wq1_rptr,5
rptr_empty.rbin,4
sync_r2w.wq2_rptr,5
fifomem.mem,128
sync_w2r.rq1_wptr,5
rptr_empty.rptr,5
sync_w2r.rq2_wptr,5
wptr_full.wbin,4
power by group through the flow:
stage | Combinational (mW) | Clock [mW] | Sequential (mW)
finish | 1.13 | 1.18 | 1.65
CTS | 1.15 | 1.20 | 1.65
global route | 1.25 | 1.26 | 1.67
synthesized netlist by cell type:
| master | number |
|---|---|
| xnor2_1 | 9 |
| buf_2 | 9 |
| dfstp_2 | 1 |
| a22oi_1 | 16 |
| xnor3_1 | 1 |
| nand2b_1 | 3 |
| nand2_1 | 13 |
| inv_1 | 6 |
| a21boi_0 | 1 |
| buf_1 | 1 |
| xor2_1 | 13 |
| clkbuf_1 | 5 |
| nor3_1 | 4 |
| mux4_2 | 32 |
| xnor2_2 | 1 |
| nand3_1 | 8 |
| edfxtp_1 | 128 |
| xor3_1 | 1 |
| a221oi_1 | 1 |
| a221oi_2 | 1 |
| or3_1 | 5 |
| ha_1 | 4 |
| dfrtp_1 | 39 |
| and2b_1 | 1 |
| nor2b_1 | 2 |
| and3_1 | 1 |
| nor2_1 | 15 |
| and2_1 | 1 |
logic make-up after synthesis:
family | share of synthesized area [%]
adder cells (fa/ha/maj) | 0.787
AND/OR/NAND/NOR | 3.89
flip-flops | 76.2
buffers and inverters | 1.42
multiplexers | 11.3
AND-OR/OR-AND | 2.38
XOR/XNOR | 4.01
metal layers:
| layer | GRT usage (%) | up-vias |
|---|---|---|
| li1 | - | 1353 |
| met2 | 18.0 | 144 |
| met5 | 0 | - |
| met1 | 15.6 | 1513 |
| met3 | 7.56 | 13 |
| met4 | 1.39 | 0 |
worst min-delay path by stage:
stage                       from                   end  slack, ps  depth (start not counted)
CTS           rptr_empty.rptr[1]  sync_r2w.wq1_rptr[1]        190                          0
global route  rptr_empty.rptr[1]  sync_r2w.wq1_rptr[1]        220                          0
finish        rptr_empty.rptr[1]  sync_r2w.wq1_rptr[1]        200                          0
No activity file was given, so power comes from the tool's default toggle rates.
